$ cat design/flow/design.v
module REGFILE(
  input wire rst, 
  input wire dclk, 
  input wire re1_ID_i,  
  input wire[4:0] raddr1_ID_i,  
  output reg[31:0] rdata1_ID_o, 
  input wire re2_ID_i, 
  input wire[4:0] raddr2_ID_i, 
  output reg[31:0] rdata2_ID_o, 
  input wire we_WB_i, 
  input wire[4:0] waddr_WB_i, 
  input wire[31:0] wdata_WB_i, 
  output wire[31:0] dbg_CPU_o
); 
  integer i;  
  reg[31:0] regs[31:0]; 
	assign dbg_CPU_o = regs[1];  
  always @ (*) begin 
    if (rst == 1'b1) begin  
      rdata1_ID_o <= 32'b0;
    end else if (re1_ID_i == 1'b1) begin  
      if (raddr1_ID_i == 5'b0) begin  
        rdata1_ID_o <= 32'b0; 
      end else if (we_WB_i == 1'b1 && raddr1_ID_i == waddr_WB_i) begin  
        rdata1_ID_o <= wdata_WB_i; 
      end else begin  
        rdata1_ID_o <= regs[raddr1_ID_i]; 
      end 
    end else begin  
      rdata1_ID_o <= 32'b0; 
    end 
  end 
  always @ (*) begin 
    if (rst == 1'b1) begin  
      rdata2_ID_o <= 32'b0;
    end else if (re2_ID_i == 1'b1) begin  
      if (raddr2_ID_i == 5'b0) begin  
        rdata2_ID_o <= 32'b0; 
      end else if (we_WB_i == 1'b1 && raddr2_ID_i == waddr_WB_i) begin  
        rdata2_ID_o <= wdata_WB_i; 
      end else begin  
        rdata2_ID_o <= regs[raddr2_ID_i]; 
      end 
    end else begin  
      rdata2_ID_o <= 32'b0; 
    end 
  end 
   always @ (posedge dclk or posedge rst) begin 
     if (rst == 1'b1) begin 
       for(i = 0; i < 32; i = i+1) begin 
         regs[i] <= 32'b0; 
       end 
     end else if (we_WB_i == 1'b1) begin 
       regs[waddr_WB_i] <= wdata_WB_i; 
     end else begin 
     end 
   end 
endmodule 
$ cat design/flow/run.sh
#!/bin/bash
# OpenROAD 26Q1-2900-gdf79404cd8, Yosys 0.63+post, stock flow scripts
make -C /OpenROAD-flow-scripts/flow DESIGN_CONFIG=/design/flow/config.mk WORK_HOME=/design/flow/orfs finish
$ cat design/flow/config.mk
export PLATFORM = sky130hd
export DESIGN_NAME = REGFILE
export DESIGN_NICKNAME = REGFILE
export VERILOG_FILES = /design/flow/design.v
export SDC_FILE = /design/flow/constraint.sdc
export NUM_CORES = 4
export LEC_CHECK = 1
export CORE_UTILIZATION = 50
$ cat design/flow/constraint.sdc
current_design REGFILE

set clk_period 14.2
set clk_io_pct 0.2

create_clock -name clk0 -period $clk_period [get_ports {dclk}]

set non_clock_inputs [all_inputs -no_clocks]
set_input_delay [expr $clk_period * $clk_io_pct] -clock clk0 $non_clock_inputs
set_output_delay [expr $clk_period * $clk_io_pct] -clock clk0 [all_outputs]
==> out/qor.yml <==
run_status:
  status: "complete, no violations"
critical_path:
  cp.required_ps: 11360
  worstSetupPathType: "input port to output port"
  critPathLaunchType: "input port"
  cp.arrival_ps: 7070
  slowest_stage: "nor4_1"
  crit_chain: "buf_2, buf_4, or2_2, nor2_4, buf_4, a2111oi_1, nand3_1, nor4_1, buf_4, o21ai_1, clkdlybuf4s50_1"
  worstSetupEndpointType: "output port"
  crit_fanout: 27
  cpMostUsedCell: "buf_4"
  slowest_delay_ps: 780
layout:
  largestRegisters: "regs (992)"
  finalNonFillerCells: 6026
  largest_reg_flops: 992
  fin_util_pct: 57.2
  drive_gt1_share_pct: 33.5
  fillers: 8524
  syn2layout_area_growth_pct: 13.6
  top_register: "regs"
job:
  log.warning_count: 35
  maxCapViolations: 0
drt:
  drcViolationCount: 0
  drtPass1Iterations: 9
  wl_per_cell_um: 45.7
  vias: 47000
  viasPerCell: 7.80
  drt-total-wl_mm: 276
  ant_nets: 0
  drt-initial-drc-count: 6686
cts:
  htree_num_levels: 3
  clock_sinks: 992
  cts_resized: 0
  clk_root_buffer_cell: "clkbuf_16"
  cts_buffers: 109
  clock_path_buffers: 3
  cts_setup_buffers: 0
  cts_tree: "done"
  cts_hold_buffers: 0
  clock_latency_ps: 720
  clk_pin_slew_ps: 60
placement:
  pre_cts_ws_ps: 4570
  placed_cells: 5786
  io_buffers: 147
  gp_congestion: 1.07
  hpwl_mm: 164
sta:
  holdWs_ps: 507
  slew_headroom_pct: 16.5
  worst_slack_ps: 4290
  finalClockPeriodUsage_pct: 69.8
  rsz0062_at_grt: "false"
  drv_slew: 0
  tightestPinTransition_ps: 1240
  hold_viol: 0
  setup_violations: 0
  skew_ps: 0
  fin_crit_ps: 9910
  finalSetupTns_ps: 0
  max_freq_mhz: 101
yosys:
  ys.flop_type: "dfrtp_1"
  syn_area_um2: 52100
  simple_gate_area_share_pct: 11.7
  ys_warn_count: 2
  ys_types: 88
  top_cell_area_share_pct: 47.6
  edf_count: 0
  ys_sh_mux_pct: 21.7
  ys.flops: 992
  synth.logic.top_family: "multiplexers"
  ys_sh_adder_pct: 0
  ys_cells: 4495
  yosys_area_um2: 52100
  topCellsByArea: "dfrtp_1 (48%), mux2_2 (21%), a22oi_1 (8.5%)"
  yosysSeqAreaShare_pct: 47.6
  xor_share_pct: 0.168
  avgSynthCellArea_um2: 11.6
  aoi_share_pct: 14.3
  largest_area_cell: "dfrtp_1"
  netlist_instances: 4495
  synthArstFlopShare_pct: 100
global_routing:
  antenna_found_initial: 29
  grt.total_usage_pct: 54.4
  grt_max_degree: 109
  grt_pass1_vias: 45200
  grt_pass1_wl_mm: 375
  grt_overflow: 0
power_and_ir_drop:
  leakagePower_nw: 26.3
  irDropWorstVdd_v: 0.000122
  power_density_nw_per_um2: 137
floorplanning:
  num_io_pins: 148
  die_area_um2: 106000
  fp.dieW_um: 325
  fp_util_pct: 50.4
  dieHeight_um: 325
  row_count: 118
  coreArea_um2: 103000
hold_path:
  hold_path.class: "flip-flop to flip-flop"
-- where the power goes --
part | total, mW | internal, mW | switching, mW
sequential | 3.92 | 3.37 | 0.544
combinational | 1.17 | 0.581 | 0.589
clock | 3.03 | 1.79 | 1.24
-- cells in the mapped netlist, types with 9 or more instances --
cell type  number
dfrtp_1       992
mux2_2        952
a22oi_1       591
and3_1        362
buf_2         198
clkbuf_1      188
nand2_1       139
nand3_1       131
nand4_1       122
a2111oi_0      76
o21ai_1        73
nor4_1         66
nor2_1         63
o21ai_0        56
mux2_1         46
buf_6          38
a21oi_1        29
buf_1          28
a221oi_1       23
nor2_2         22
a2111oi_1      19
a2111oi_2      17
nor2b_1        15
a22o_1         14
a32oi_1        14
buf_4          13
nand2b_1       13
a31o_2         11
a211oi_1       10
nand4b_1        9
nor3_1          9
-- cell type report --
cell class	instances	area, um2	share of cell area, %
well taps	1380	1730	2.92
repair buffers	376	3170	5.35
clock buffers	157	3180	5.37
flip-flops and latches	992	24800	41.9
diodes	37	92.6	0.156
multi-input cells	3032	25600	43.2
clock inverters	46	597	1.01
inverters	6	26.3	0.0444
-- worst paths after layout --
path	from	end	slack (ps)	cells after the start
worst max register to register	regs[13][3]	regs[13][3]	13240	1
min in group asynchronous	rst	regs[6][24]	2480	2
worst min register to register	regs[3][18]	regs[3][18]	510	1
worst max-delay path	raddr2_ID_i[4]	rdata2_ID_o[28]	4290	11
max in group asynchronous	rst	regs[27][15]	8210	7
worst min-delay path	regs[3][18]	regs[3][18]	510	1
-- per-stage QoR --
step	cell area (um2)	power (mW)
after floorplan	52100	4.49
after global placement	55300	5.04
after detailed placement	55300	5.06
after CTS	59100	8.05
after global routing	59100	8.32
final	59200	8.12
-- cell families (layout without fill, tap and decap cells) --
| group | after synthesis | count (layout) |
|---|---|---|
| buf+inv | 471 | 585 |
| compound gates | 986 | 986 |
| flops | 992 | 992 |
| simple gates | 1032 | 1032 |
| mux | 1004 | 1004 |
| xor+xnor | 10 | 10 |
| other cells | 0 | 37 |
-- routing by layer --
layer,track usage [%],vias up,share of wire [%]
met1,68.5,23300,34
met3,37.0,1596,18
li1,-,17500,-
met4,35.2,35,9.3
met2,67.7,4640,38
met5,3.35,-,0.18
-- cell usage in the layout (no fill, tap or decap), types with 13 or more instances in the layout --
| master | synthesis | routed |
|---|---|---|
| dfrtp_1 | 992 | 992 |
| mux2_2 | 952 | 952 |
| a22oi_1 | 591 | 591 |
| and3_1 | 362 | 362 |
| buf_4 | 13 | 227 |
| clkdlybuf4s50_1 | 0 | 137 |
| nand3_1 | 131 | 131 |
| nand2_1 | 139 | 129 |
| nand4_1 | 122 | 122 |
| clkbuf_16 | 0 | 110 |
| a2111oi_0 | 76 | 76 |
| o21ai_1 | 73 | 73 |
| nor2_4 | 6 | 72 |
| nor4_1 | 66 | 66 |
| o21ai_0 | 56 | 56 |
| mux2_1 | 46 | 46 |
| diode_2 | 0 | 37 |
| a21oi_1 | 29 | 29 |
| clkbuf_8 | 0 | 25 |
| a221oi_1 | 23 | 23 |
| clkinv_2 | 0 | 23 |
| clkbuf_1 | 188 | 22 |
| a2111oi_1 | 19 | 19 |
| nor2_1 | 63 | 18 |
| a2111oi_2 | 17 | 17 |
| a22o_1 | 14 | 14 |
| a32oi_1 | 14 | 14 |
| bufinv_16 | 0 | 13 |
-- critical path: cells and delay by family --
kind / cells / cell delay (ps)
compound gates: 2 / 600
buf+inv: 5 / 1850
simple gates: 4 / 1660
Power figures rest on the tool's default switching activity, not on a simulated workload.
