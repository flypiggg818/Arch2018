--- design/flow/design.v ---
module ID(
  input wire rst, 
  input wire[31:0] inst_IFID_i, 
  output reg re1_REGFILE_o, 
  output reg[4:0] raddr1_REGFILE_o, 
  input wire[31:0] rdata1_REGFILE_i, 
  output reg re2_REGFILE_o, 
  output reg[4:0] raddr2_REGFILE_o, 
  input wire[31:0] rdata2_REGFILE_i, 
  input wire fwreg_EX_i,
  input wire[4:0] fwaddr_EX_i, 
  input wire[31:0] fwdata_EX_i, 
  input wire fwreg_MEM_i,
  input wire[4:0] fwaddr_MEM_i, 
  input wire[31:0] fwdata_MEM_i, 
  input wire[6:0] faluop_EX_i,  
  input wire[31:0] pc_IFID_i, 
  output reg[31:0] JBtaraddr_IF_o_fromID, 
  output reg[6:0] aluop_IDEX_o,  
  output reg[2:0] alusel_IDEX_o,  
  output reg[31:0] regdata1_IDEX_o,  
  output reg[31:0] regdata2_IDEX_o, 
  output reg wreg_IDEX_o,  
  output reg[4:0] waddr_IDEX_o,  
  output reg[31:0] SdataBoffset_IDEX_o,  
  output reg[1:0] rq_STALLER_o, 
  output reg[31:0] pc_IDEX_o 
); 
  wire[6:0] opcode = inst_IFID_i[6:0]; 
  wire[4:0] rs1 = inst_IFID_i[19:15]; 
  wire[4:0] rs2 = inst_IFID_i[24:20]; 
  wire[4:0] rd = inst_IFID_i[11:7]; 
  wire[2:0] funct3 = inst_IFID_i[14:12];
  wire[6:0] funct7 = inst_IFID_i[31:25]; 
  wire[31:0] I_imm = {{20{inst_IFID_i[31]}}, inst_IFID_i[31:20]};
  wire[31:0] S_imm = {{20{inst_IFID_i[31]}}, inst_IFID_i[31:25], inst_IFID_i[11:7]};
  wire[31:0] B_imm = {{20{inst_IFID_i[31]}}, inst_IFID_i[7], inst_IFID_i[30:25], inst_IFID_i[11:8], 1'b0};
  wire[31:0] U_imm = {inst_IFID_i[31:12], {12{inst_IFID_i[31]}}};
  wire[31:0] J_imm = {{12{inst_IFID_i[31]}}, inst_IFID_i[19:12], inst_IFID_i[20], inst_IFID_i[30:21], 1'b0};
  reg[31:0] imm; 
  initial begin 
    $monitor("inst: %b opcode: %b rs1: %b rs2: %b rd: %b", inst_IFID_i, opcode, rs1, rs2, rd); 
  end 
  always @ (*) begin 
    if (rst == 1'b1) begin  
      aluop_IDEX_o <= 7'b0000000; 
      alusel_IDEX_o <= 3'b000; 
      wreg_IDEX_o <= 1'b0; 
    	re1_REGFILE_o <= 1'b0; 
    	re2_REGFILE_o <= 1'b0; 
    	raddr1_REGFILE_o <= 5'b00000; 	 
			raddr2_REGFILE_o <= 5'b00000; 	 
			imm <= 32'b0; 								 
			waddr_IDEX_o <= 5'b00000; 			 
      JBtaraddr_IF_o_fromID <= 32'b0;
      pc_IDEX_o <= 32'b0;  
    end else begin  
      re1_REGFILE_o <= 1'b1; 
      re2_REGFILE_o <= 1'b1; 
      raddr1_REGFILE_o <= rs1; 
      raddr2_REGFILE_o <= rs2; 
      waddr_IDEX_o <= rd; 
      wreg_IDEX_o <= 1'b0;  
      aluop_IDEX_o <= 7'b0000000; 
      alusel_IDEX_o <= 3'b000; 
      JBtaraddr_IF_o_fromID <= 32'b0; 
      pc_IDEX_o <= pc_IFID_i;  
      case (opcode) 
        7'b0010011: begin  
          wreg_IDEX_o <= 1'b1; 
          re2_REGFILE_o <= 1'b0;  
          imm <= {{20{inst_IFID_i[31]}}, inst_IFID_i[31:20]};  
          case (funct3) 
            3'b000: begin 
              aluop_IDEX_o <= 7'b0000101; 
              alusel_IDEX_o <= 3'b010;
            end 
            default: begin end 
          endcase
        end 
        7'b0000011: begin  
          wreg_IDEX_o <= 1'b1; 
          re2_REGFILE_o <= 1'b0; 
          imm <= {{20{inst_IFID_i[31]}}, inst_IFID_i[31:20]};  
          alusel_IDEX_o <= 3'b010; 
          case (funct3)  
            3'b000: begin 
              aluop_IDEX_o <= 7'b0001100; 
            end 
            3'b001: begin 
              aluop_IDEX_o <= 7'b0001101; 
            end 
            3'b010: begin 
              aluop_IDEX_o <= 7'b0001110; 
            end 
            3'b100: begin 
              aluop_IDEX_o <= 7'b0001111; 
            end 
            3'b101: begin 
              aluop_IDEX_o <= 7'b0010000; 
            end 
            default: begin end  
          endcase 
        end 
        7'b0100011: begin  
          wreg_IDEX_o <= 1'b0; 
          imm <= {{20{inst_IFID_i[31]}}, inst_IFID_i[31:25], inst_IFID_i[11:7]};  
          alusel_IDEX_o <= 3'b010; 
          case (funct3)  
            3'b000: begin 
              aluop_IDEX_o <= 7'b0010001; 
            end 
            3'b001: begin 
              aluop_IDEX_o <= 7'b0010010; 
            end 
            3'b010: begin 
              aluop_IDEX_o <= 7'b0010011; 
            end 
            default: begin end  
          endcase 
        end 
        7'b1101111: begin  
          aluop_IDEX_o <= 7'b0010100; 
          wreg_IDEX_o <= 1'b1; 
          alusel_IDEX_o <= 3'b010; 
          imm <= {{12{inst_IFID_i[31]}}, inst_IFID_i[19:12], inst_IFID_i[20], inst_IFID_i[30:21], 1'b0};  
          re1_REGFILE_o <= 1'b0; 
          re2_REGFILE_o <= 1'b0;        
        end 
        7'b1100111: begin  
          aluop_IDEX_o <= 7'b0010101; 
          wreg_IDEX_o <= 1'b1; 
          alusel_IDEX_o <= 3'b010; 
          imm <= I_imm; 
          re2_REGFILE_o <= 1'b0; 
        end 
        7'b1100011: begin
          alusel_IDEX_o <= 3'b000; 
          imm <= B_imm; 
          case (funct3) 
            3'b000: begin 
              aluop_IDEX_o <= 7'b0010110; 
            end 
            3'b001: begin 
              aluop_IDEX_o <= 7'b0010111; 
            end 
            3'b100: begin 
              aluop_IDEX_o <= 7'b0011000; 
            end 
            3'b101: begin 
              aluop_IDEX_o <= 7'b0011001; 
            end 
            3'b110: begin 
              aluop_IDEX_o <= 7'b0011010; 
            end 
            3'b111: begin 
              aluop_IDEX_o <= 7'b0011011; 
            end 
            default: begin  
            end 
          endcase
        end 
        default: begin 
 					imm <= 32'b0; 		 
				end
      endcase 
    end 
  end 
  wire pre_inst_is_load; 
  assign pre_inst_is_load = (faluop_EX_i == 7'b0001100 || 
                             faluop_EX_i == 7'b0001101 || 
                             faluop_EX_i == 7'b0001110 || 
                             faluop_EX_i == 7'b0001111 || 
                             faluop_EX_i == 7'b0010000); 
  reg[31:0] regdata1_fwrded; 
  reg[31:0] regdata2_fwrded; 
  always @ (*) begin  
  	if (re1_REGFILE_o == 1'b1) begin 
			if (fwreg_EX_i == 1'b1 && raddr1_REGFILE_o == fwaddr_EX_i) begin  
				regdata1_fwrded <= fwdata_EX_i; 
			end else if (fwreg_MEM_i == 1'b1 && raddr1_REGFILE_o == fwaddr_MEM_i) begin  
				regdata1_fwrded <= fwdata_MEM_i; 
			end else begin  
				regdata1_fwrded <= rdata1_REGFILE_i;
			end 
		end else begin end 
  end 
  always @ (*) begin  
		if (re2_REGFILE_o == 1'b1) begin 
			if (fwreg_EX_i == 1'b1 && raddr2_REGFILE_o == fwaddr_EX_i) begin  
				regdata2_fwrded <= fwdata_EX_i; 
			end else if (fwreg_MEM_i == 1'b1 && raddr2_REGFILE_o == fwaddr_MEM_i) begin  
				regdata2_fwrded <= fwdata_MEM_i; 
			end else begin  
				regdata2_fwrded <= rdata2_REGFILE_i;
			end 
		end else begin end 
  end 
  always @ (*) begin 
    if (rst == 1'b1) begin  
      regdata1_IDEX_o <= 32'b0; 
    end else if (re1_REGFILE_o == 1'b1) begin  
      if (opcode == 7'b0100011) begin 
        regdata1_IDEX_o <= regdata1_fwrded;
        SdataBoffset_IDEX_o <= regdata2_fwrded;  
      end else if (opcode == 7'b1100011) begin
        SdataBoffset_IDEX_o <= imm; 
      end else begin  
        regdata1_IDEX_o <= regdata1_fwrded;
      end 
    end else begin  
      regdata1_IDEX_o <= imm; 
    end 
  end 
  always @ (*) begin 
    if (rst == 1'b1) begin  
      regdata2_IDEX_o <= 32'b0; 
    end else if (re2_REGFILE_o == 1'b1) begin  
      if (opcode == 7'b0100011) begin 
        regdata2_IDEX_o <= imm; 
      end else begin 
        regdata2_IDEX_o <= regdata2_fwrded;
      end 
    end else begin  
      regdata2_IDEX_o <= imm; 
    end 
  end 
  always @ (*) begin 
    if (pre_inst_is_load == 1'b1 && (raddr1_REGFILE_o == fwaddr_EX_i || raddr2_REGFILE_o == fwaddr_EX_i)) begin 
      rq_STALLER_o <= 2'b01; 
    end else begin 
      rq_STALLER_o <= 2'b00; 
    end 
  end 
endmodule 
--- design/flow/run.sh ---
#!/bin/bash
# OpenROAD 26Q1-2900-gdf79404cd8, Yosys 0.63+post, stock flow scripts
make -C /OpenROAD-flow-scripts/flow DESIGN_CONFIG=/design/flow/config.mk WORK_HOME=/design/flow/orfs finish
--- design/flow/config.mk ---
export PLATFORM = sky130hd
export DESIGN_NAME = ID
export DESIGN_NICKNAME = ID
export VERILOG_FILES = /design/flow/design.v
export SDC_FILE = /design/flow/constraint.sdc
export NUM_CORES = 4
export LEC_CHECK = 1
export CORE_AREA = 10 10 211 211
export DIE_AREA = 0 0 221 221
--- design/flow/constraint.sdc ---
current_design ID

set clk_period 14.2
set clk_io_pct 0.2

create_clock -name clk0 -period $clk_period

set non_clock_inputs [all_inputs -no_clocks]
set_input_delay [expr $clk_period * $clk_io_pct] -clock clk0 $non_clock_inputs
set_output_delay [expr $clk_period * $clk_io_pct] -clock clk0 [all_outputs]
==> results.yml <==
# synthesis and place-and-route metrics
run_status:
  run_status: "complete, no violations"
worst_setup_path:
  worstSetupEndpointType: "primary output"
  cp_cell_sequence: "buf_4, buf_4, inv_1, a32o_1, o2111ai_4, buf_4, a2111oi_0, clkdlybuf4s50_1"
  crit_top_cell: "buf_4"
  critical_path_class: "in2out"
  required_ps: 11360
  slowest_delay_ps: 600
  cp-start-kind: "primary input"
  crit_arrival_ps: 5900
  cp_slowest_cell: "buf_4"
  path_max_fanout: 63
  path_delay_family: "buffers and inverters"
  timing.critical_path.buf_inv: 5
synth:
  yosys_most_used_dff: "dlxtp_1"
  ys_area_um2: 6221
  synth_stat.cells: 862
  avgSynthCellArea_um2: 7.217
  synth.cell_area_um2: 6221
  yosysTopAreaCell: "dlxtn_1"
  edf_count: 0
  ys_ff: 128
  synth_cells: 862
  common_cells: "78 x o21ai_0, 68 x nand2_1, 64 x dlxtn_1, 64 x dlxtp_1, 57 x nor3_1"
  ys_warn_count: 2
  topCellsByArea: "dlxtn_1 15%, dlxtp_1 15%, o21ai_0 6.3%, a31oi_1 5.2%, buf_4 4.8%"
  top_area_share_pct: 15.45
  async_flop_share_pct: 0
  synth.most_common_cell: "o21ai_0"
  synth.distinct_cells: 63
placed_design:
  dp_slack_ps: 5482
  place_inst: 1699
  port_buffers: 365
  dp_hpwl_um: 33190
  gp_congestion: 0.9093
route:
  drt-initial-drc-count: 524
  avgViaCountPerCell: 4.658
  drcViolationCount: 0
  wire_per_inst_um: 23.94
  ant_nets: 0
  first_pass_iters: 7
  num_vias: 7947
  drt_wl_total_um: 40850
final_timing:
  worst_pin_slew_ps: 782.0
  slew_violations: 0
  rsz0062_at_grt: "no"
  unclocked_regs: 128
  period_minus_slack_ps: 8738
  setup_tns_ps: 0
  unconstrained_endpoints: 192
  fmax_mhz: 114.4
  setup_viol: 0
  setup_ws_ps: 5462
  relSlewSlack_pct: 47.74
  finalHoldViolCount: 0
  min_period_over_period_pct: 61.53
pwr:
  p_int_uw: 120.0
  pwr-share-clk_pct: 0
  p_sw_share_pct: 43.67
  p_leak_nw: 3.861
  peakVddDrop_uv: 9.687
  power.switching_uw: 93.03
  pwr-share-seq_pct: 10.6
  power_frac_comb_pct: 89.4
  p_per_area_nw_per_um2: 20.64
floorplanning:
  die_w_um: 221
  top_level_ports: 402
  die_h_um: 221
  placementRows: 73
  dieArea_um2: 48840
  core_area_um2: 39820
  initial_core_util_pct: 15.62
global_route:
  antenna_found_initial: 9
  grt.overflow.total: 0
  grtUsageTotal_pct: 15.80
  grt_pass1_wl_um: 57260
  grt_pass1_vias: 7912
  grt_max_degree: 64
layout:
  synthToLayoutAreaGrowth_pct: 65.97
  regArea_um2: 1922
  fin_util_pct: 25.93
  logic_area_um2: 3849
  drive_gt1_share_pct: 5.451
  nFillCells: 4331
  layout.cells.non_filler: 1706
clock_tree:
  cts_resized: 0
  cts_hold_buf: 0
  postCtsSetupBuffers: 0
flow_run:
  warning_count: 32
  max_cap_violations: 0
hold_path:
  hold_path_class: "in2out"
through the flow:
step | total power [mW] | instance area [µm²] | hold WS (ps)
finish | 0.2131 | 10320 | 6585
global route | 0.2278 | 10320 | 6605
CTS | 0.2142 | 10310 | 6590
detailed placement | 0.2135 | 10310 | 6590
global placement | 0.2136 | 10310 | 6595
floorplan | 0.08975 | 6356 | 5697
worst paths after layout:
check / slack [ps] / start / to / cells past startpoint
max: 5460 / rst / rq_STALLER_o[0] / 8
min: 6580 / pc_IFID_i[31] / pc_IDEX_o[31] / 3
state kept, by name, indices dropped and copies added (netlist names):
signal / flops
SdataBoffset_IDEX_o: 32
regdata1_IDEX_o: 32
regdata1_fwrded: 32
regdata2_fwrded: 32
tightest hold or removal path, stage by stage:
cell and delay, ps:
clkdlybuf4s50_1 380, nor2b_1 120, clkdlybuf4s50_1 400
final cells by class:
cell class | count | area share (%)
Inverter | 9 | 0.3272
Timing Repair Buffer | 391 | 37.25
Sequential cell | 128 | 18.61
Multi-Input combinational cell | 646 | 37.28
Antenna cell | 7 | 0.1697
Tap cell | 525 | 6.362
routing by layer:
layer | track usage, % | wire length, µm | vias to the layer above
met2 | 26.62 | 19890 | 446
met4 | 2.708 | 715 | 6
met3 | 5.072 | 3619 | 34
met1 | 19.57 | 16580 | 3793
met5 | 0 | 47 | -
li1 | - | - | 3668
kinds of logic after synthesis:
group	count (synthesis)	share of synthesized area, %
buffers and inverters	124	10.52
and+or+nand+nor	299	24.18
AOI/OAI and AO/OA	280	29.42
xor gates and xnor gates	11	1.549
other	1	0.06028
latches	128	30.89
muxes	19	3.379
layout by cell type (no fill, tap or decap), types with 12 or more instances in the layout:
master,Yosys,layout
a211oi_1,12,12
a21o_1,25,25
a21oi_1,42,42
a2bb2oi_1,15,15
a31oi_1,52,52
a32oi_1,14,14
buf_4,40,27
clkdlybuf4s50_1,0,364
conb_1,1,37
dlxtn_1,64,64
dlxtp_1,64,64
mux2_2,16,16
nand2_1,68,68
nand3_1,52,52
nor2_1,46,42
nor2b_1,48,48
nor3_1,57,57
o21ai_0,78,78
power groups by stage:
stage,Combinational [mW],Clock (mW),Sequential [mW]
finish,0.190,0.0000000149,0.0226
global route,0.204,0.0000000377,0.0234
CTS,0.192,0,0.0226
No activity file was given, so power comes from the tool's default toggle rates.
